==> design.v <==
module factory_reset_top(input key_d,
								 input clk,input reset_n,
								 output wire [7:0]LED);
reg [9:0] duty = 8;
wire clk_div_o;
reg is_add = 1;
clk_div div1(
	.clk_in(clk),
	.clk_div(clk_div_o)
);
pwm_led led1(
	.clk(clk),
	.duty(duty),
	.to_LED(LED)
);
	always@(posedge clk_div_o)begin
		if(duty <= 1)
			is_add <= 1;
		else if(duty >= 10'b1111111110)
			is_add <= 0;
		if(is_add)
			duty <= duty+1;
		else
			duty <= duty-1;
		end
endmodule
module clk_div(input clk_in,output reg clk_div);
	reg [32:0] counter;
	always@(posedge clk_in)begin
		counter <= counter+1;
		if(counter >= 20000)begin
			counter <= 0;
			clk_div <= ~clk_div;
			end
		end
endmodule
module pwm_led(input [9:0] duty,
					input clk,
					output reg [7:0] to_LED);
	reg[9:0] counter;
	always@(posedge clk)begin
		counter <= counter+1;
		if(duty>counter)
			to_LED <= 0;
		else
			to_LED <= 8'b11111111;
		end
endmodule 
==> run.sh <==
#!/bin/bash
# OpenROAD 26Q1-2900-gdf79404cd8, Yosys 0.63+post, stock flow scripts
make -C /OpenROAD-flow-scripts/flow DESIGN_CONFIG=/design/flow/config.mk WORK_HOME=/design/flow/orfs finish
==> config.mk <==
export PLATFORM = sky130hd
export DESIGN_NAME = factory_reset_top
export DESIGN_NICKNAME = factory_reset_top
export VERILOG_FILES = /design/flow/design.v
export SDC_FILE = /design/flow/constraint.sdc
export NUM_CORES = 4
export LEC_CHECK = 1
export CORE_UTILIZATION = 50
==> constraint.sdc <==
current_design factory_reset_top

set clk_period 2.1
set clk_io_pct 0.2

create_clock -name clk0 -period $clk_period [get_ports {clk}]

set non_clock_inputs [all_inputs -no_clocks]
set_input_delay [expr $clk_period * $clk_io_pct] -clock clk0 $non_clock_inputs
set_output_delay [expr $clk_period * $clk_io_pct] -clock clk0 [all_outputs]
==> COMMIT_EDITMSG <==
Record implementation results from latest flow run

* Number of global-route vias before repair: 1,423
* Count of antenna diodes in the layout: 0
- Fraction of layout cells with a size suffix above 1: 8.59%
- Detail Placement HPWL: 2410 microns
- The logs give a warning total of 32.
- Synth cell types: 39
- Routability-driven placement finished with a final weighted congestion of 0.765.
- The top cell type in the final layout, fill and taps aside, is dfxtp_1.
* Vert. Die Dim: 70.9 microns
- Crit-path slowest cell: clkdlybuf4s50_1
- Following the worst setup path forward leads to its endpoint at LED[1].
* Final Hold Violation Tally: 0
- In the global route stage, met3 resource usage came out at 3.18%.
* Die footprint: 5020 sq um
- Endpoints left unconstrained: 11
- The endpoint identified for the worst register-to-register timing path is div1.clk_div.
- Fin. max-slew vios: 0
- Highest achievable clock rate: 0.608 GHz
* Highest cell delay on the worst timing path: 500 ps
- Between the synthesized netlist and the finished layout, the area growth was recorded as 9.86%.
- The worst setup path is of the register to output pin kind.
- #FFs+latches synth: 56
- Measured along the x axis, the die boundary spans 70.9 microns.
- Met2 Use GR: 25.6%
* Clock-pin slew reported for the worst setup and hold paths after clock tree synthesis: 80 ps
- After clock tree synthesis, the flow added hold-fix buffers numbering 0.
* Setup Slack @ Placement: 511 ps
* Post-Route Hold Slack: 461 ps
- In the final layout, the multi-input gates occupy 1140 sq um.
- For reference, full adder, half adder and majority cells occupy 8.97% of the area reported after synthesis.
- Commonest register cell after synthesis: dfxtp_1
- Detail-routed net length per standard cell: 11.0 microns
* Finished Layout Cells: 308
* Cell area power density: 580 nW/um^2
- The critical path maximum fanout is 8.
- Count of warnings emitted by yosys: 3
* Static power due to leakage: 0.951 nW
* Max-cap violations: 0
* Largest delay share family, worst path: buffers and inverters
- After global routing the overflow that remains totals 0.
- Async set-reset flop share out of synthesis: 0%
- met2 is the most crowded layer.
- Along the critical path, the tally of buffer and inverter instances is 1.
* Clock tree from TritonCTS: yes
- After synthesis, the chip area reported by Yosys is 2370 sq um.
- The run finished with clean final reports.
- Seq/Total Area, Yosys: 47.7%
- I/O pin count: 11
- Number of routed nets with antenna violations: 0
- Before placement the cells fill 53.4% of the core.
- Post-CTS Setup Bufs: 0
- Clock latency of the later-clocked register in the worst-skew pair: 290 ps
* Total standard cell area after synthesis: 2370 sq um
- Peak VDD IR: 0.000453 V
* Final sum of negative setup slack: 0 ps
* Unrepaired setup endpoints after global routing: no
- In this run, the synthesized area fraction spent on AND-OR/OR-AND gates is recorded as 5.49%.
* CTS max path bufs: 2
- Of the total synthesized cell area, the portion taken by XOR and XNOR cells is 11.1%.
* CP Data Required Time: 1680 ps
* Launch point of the critical path: led1.to_LED[6]
- Total number of placement rows: 24
* Via/cell ratio: 4.84
- Main logic family after synthesis: simple AND/OR/NAND/NOR gates
- Once iteration 0 of detailed routing completed, the report listed 34 DRC markers.
* Number of enable-type register cells in the synthesized netlist: 1
- Number of register pins that no clock reaches: 11
* Mux share: 0.422%
- Per the detail_route report, the via count comes to 1,492.
- Per the layout area report, the register area comes to 1130 sq um.
* M1 GR Usage: 23.1%
- Average instance area after synthesis: 10.1 sq um
- Per STA, the worst path is made up of clkdlybuf4s50_1.
* Inst Count DP: 300
- Final setup slack of the worst path: 456 ps
- The global routing report lists combined usage of all routing layers as 15.7%.
- Most used cells in the layout excluding fill and tap cells: dfxtp_1, xnor2_1, inv_1, conb_1, ha_1
* Type of the tightest min-delay check: register to register
- Once the clock tree was built, the resizer swapped 0 gates to a different size.
- Number of levels the H-tree was split into: 2
- First-pass iteration count of the detailed router: 6
- Total number of cells along the worst setup path: 1
* Ys cells: 234
- Maximum number of pins on one net before global-route repair: 17
- According to the timing report, the arrival time at the worst endpoint equals 1220 ps.
- For this run, the final setup violation count is recorded as 0.
* PortBufs: 8
* Residual DRC: 0
- Final period util: 78.3%
- The clock arrives with 8.99 ps of skew.
- Setup slack of the worst register-to-register path: 530 ps
* Wire length of the first global-routing pass: 6150 microns
- Initial antenna violation count: 0
- Tightest Pin Transition: 622 ps
* Post-route minimum period: 1640 ps
* Core box area: 4440 sq um
- The worst setup path is captured at an output pin.
- The worst pin sits at a relative slew slack of 58.4%.
* Total of fill cells in the finished design: 375
- And+or+nand+nor area frac: 19.4%
- Kind of start point of the critical path: register
* Number of buffers created by CTS: 5
- Worst reg2reg path depth: 3
- In this run the critical register-to-register path is launched from div1.counter[29].
- Syn Inst Count: 234
* Final WL: 3380 microns
- Clock Root Buffer: clkbuf_8
-- cell type report --
class | count | area share [%]
inverters | 21 | 3.02
clock buffers | 6 | 2.78
well taps | 52 | 2.50
multi-input cells | 163 | 43.9
flip-flops and latches | 56 | 43.4
repair buffers | 8 | 3.07
clock inverters | 2 | 1.34
-- flip-flops by register name (all words and copies together) (netlist names) --
signal / count
div1.counter: 33
duty: 10
led1.counter: 10
div1.clk_div: 1
is_add: 1
led1.to_LED: 1
-- synthesized netlist by cell type, types with 3 or more instances --
cell | instances | area [sq um]
nor2_1 | 16 | 60.1
xor2_1 | 5 | 43.8
dfxtp_1 | 55 | 1100
buf_4 | 7 | 52.6
nand3_1 | 13 | 65.1
and4_1 | 3 | 26.3
nand2_1 | 7 | 26.3
xnor2_1 | 25 | 219
nor3_1 | 7 | 35.0
nor4_1 | 8 | 50.1
nand4_1 | 7 | 43.8
nor2_2 | 8 | 50.1
ha_1 | 17 | 213
inv_1 | 21 | 78.8
a21oi_1 | 6 | 30.0
-- worst min path at each step --
stage | start | depth (start not counted) | endpoint
4_1_cts | led1.counter[0] | 1 | led1.counter[0]
5_1_grt | led1.counter[9] | 1 | led1.counter[9]
6_report | led1.counter[0] | 1 | led1.counter[0]
-- through the flow --
stage	total power, W	util (%)	cell area (sq um)
finish	0.00151	58.6	2610
global route	0.00158	58.6	2610
CTS	0.00154	58.6	2610
detailed placement	0.000905	56.2	2500
global placement	0.000905	56.2	2500
floorplan	0.000903	-	2440
-- cell families after synthesis --
family | Yosys count
AND-OR/OR-AND | 18
XOR/XNOR | 30
adder cells (fa/ha/maj) | 17
buffers and inverters | 32
flip-flops | 56
multiplexers | 1
other | 1
AND/OR/NAND/NOR | 79
-- layer usage --
layer,wire length [microns],part of all wire (%)
met5,0,0
met1,1680,50
met2,1550,46
met4,53,1.6
met3,108,3.2
-- power by group --
group	internal, W	switching (W)
registers	0.000874	0.00000551
clock network	0.000353	0.000275
logic	0.00000164	0.00000379
total	0.00123	0.000284
No activity file was given, so power comes from the tool's default toggle rates.
