==> design/flow/design.v <==
module SPI_MASTER( 
		  input clk,
        input [24-1:0]data_in,
		  input rst_n,
		  input en,
		  output reg sclk,dout,sync_n
		  );
   parameter [1:0] IDLE=2'b00,SEND=2'b01,SEND_n = 2'b10,END = 2'b11;
   reg [1:0] current_state=IDLE;
	reg [1:0] next_state=IDLE;
	reg [4:0] counter=24;
	reg [24-1:0] data_in_save;
	always@(posedge clk or negedge rst_n)begin
		if(!rst_n)
			current_state<= IDLE;
		else
			current_state<= next_state;
		end
	always@(current_state or sclk  or rst_n or en)begin
		next_state = IDLE;
		if(!rst_n)
			next_state = IDLE;
		else begin
			case(current_state)
				IDLE:begin
					if(en)begin
						next_state = SEND_n;
						end
					else
						next_state = IDLE;
					end
				SEND:begin
					if(counter==0)
						next_state=END;
					else if(!sclk) 
						next_state = SEND_n;
					else
						next_state = SEND;
					end
				SEND_n:begin
					if(sclk)
						next_state = SEND;
					else
						next_state = SEND_n;
					end
				END:begin
					if(counter>=10)
						next_state=IDLE;
					else
						next_state = END;
					end
				default:next_state = IDLE;
				endcase
			end
		end
	always@(posedge clk or negedge rst_n)begin
		if(!rst_n)begin
			end
		else begin
			case(next_state)
				IDLE: begin
					data_in_save <= data_in;
					counter <=24;
					sclk <= 1'b1;
					sync_n <= 1'b1;
					end
				SEND:begin
					sclk <= 1'b0;
					counter <= counter-1;
					end
				SEND_n:begin
					sclk <= 1'b1;
					dout <= data_in_save[counter-1];
					sync_n <= 1'b0;
					end
				END:begin
					sclk <= 1'b1;
					sync_n <= 1'b1;
					counter <= counter+1;
					end
				default:begin
					end
				endcase
			end
		end
	endmodule 
==> design/flow/run.sh <==
#!/bin/bash
# OpenROAD 26Q1-2900-gdf79404cd8, Yosys 0.63+post, stock flow scripts
make -C /OpenROAD-flow-scripts/flow DESIGN_CONFIG=/design/flow/config.mk WORK_HOME=/design/flow/orfs finish
==> design/flow/config.mk <==
export PLATFORM = sky130hd
export DESIGN_NAME = SPI_MASTER
export DESIGN_NICKNAME = SPI_MASTER
export VERILOG_FILES = /design/flow/design.v
export SDC_FILE = /design/flow/constraint.sdc
export NUM_CORES = 4
export LEC_CHECK = 1
export CORE_AREA = 10 10 104 104
export DIE_AREA = 0 0 114 114
==> design/flow/constraint.sdc <==
current_design SPI_MASTER

set clk_period 3.0
set clk_io_pct 0.2

create_clock -name clk0 -period $clk_period [get_ports {clk}]

set non_clock_inputs [all_inputs -no_clocks]
set_input_delay [expr $clk_period * $clk_io_pct] -clock clk0 $non_clock_inputs
set_output_delay [expr $clk_period * $clk_io_pct] -clock clk0 [all_outputs]
==> metrics.cfg <==
[yosys]
ys_cells=127
ys_seq_share_pct=57.02
synth-edff-count=32
netlist_instances=127
yosysTopAreaCellShare_pct=54.20
async_flop_share_pct=5.882
yosys_warnings=1
syn_area_per_cell_um2=13.96
synth_chip_area_um2=1773
yosysTopAreaCell=edfxtp_1
synthTopCellsByArea=edfxtp_1, ha_1, mux4_1
syn-cell-area_um2=1773
ys.flops=34
ff_type=edfxtp_1
yosysUniqueCellTypes=44

[global_route]
grt_overflow=0
grt_max_degree=25
grt.total_usage_pct=5.239
antenna_found_initial=0
grt_pass1_vias=1145
grt_pass1_wl_mm=5.678

[routing]
dr.pass1.iters=4
drt_wl_total_mm=3.259
drtIter0Drc=105
drc=0
via_per_inst=4.097
via_count=1094
routedWlPerCell_um=12.21
ant_nets=0
diodes=0

[worst_setup_path]
r2r_slack_ns=0.54
required_ns=3.12
path_common_cell=ha_1
critPathArrivalTime_ns=2.59
critical_path_class=reg -> reg
r2r_cells=9
crit_path_start_kind=register
rr_startpoint=counter[1]
r2r-end=counter[2]
cp-end-kind=register
path_max_fanout=8
slowest_stage=edfxtp_1
cp_cell_sequence=ha_1, o31ai_1, nand4b_1, a31o_2, inv_2, ha_1, inv_1, o221a_2, nor3_1
max_stage_delay_ns=0.53

[power_and_ir_drop]
p_leak_nw=0.7814
peakVddDrop_mv=0.3204
power.density_nw_per_um2=467.1

[final_timing]
maxSlewHeadroom_pct=65.91
tightestPinTransition_ns=0.5114
fmax_mhz=405.8
tns_ns=0
rsz0062_at_grt=no
fin_worst_skew_ns=0.004593
finalSetupViolations=0
hold_viol=0
slew_viol_final=0
period_minus_slack_ns=2.464
timing.final.crit_share_pct=82.14

[flow_run]
maxCapViolCount=0
warnings=31

[floorplan]
fp.dieW_um=114
num_rows=34
die_y_um=114
core_um2=8678
fp-utilization_pct=20.43
ioPinCount=30
die_area_um2=13000

[clock_tree]
cts.htree.levels=2
cts_hold_buf=0
path_clk_slew_ns=0.07
cts_resized=0
cts_sinks=34
cts_made_buffers=5
tritoncts=yes
root_buffer=clkbuf_8
cts_setup_buffers=0
cts_max_path_buffers=2
clk_latency_ns=0.28

[cells_and_area]
fill_cells=909
drive_above_1_share_pct=13.84
final_util_pct=25.82
area_growth_pct=26.39

[placement]
port_buffers=29
hpwl_mm=2.406
gp_congestion=0.8286

[worst_hold_path]
holdCritPathClass=in -> async

[status]
status=finished, final reports clean

through the flow:
step	hold slack, ns	power [mW]	area [µm²]	worst slack, ns	instances
6_report	0.5571	1.047	2241	0.5357	267
3_5_place_dp	0.8244	0.7432	2156	0.3195	259
4_1_cts	0.5534	1.064	2241	0.5252	267
2_1_floorplan	0.3044	0.6818	1773	0.5437	127
5_1_grt	0.5655	1.103	2241	0.2947	267
3_3_place_gp	0.8199	0.7425	2156	0.4077	259
final cells by class:
type / count / area (µm²) / area share (%)
Clock buffer: 5 / 68.82 / 3.071
Timing Repair Buffer: 31 / 305.3 / 13.62
Clock inverter: 3 / 16.27 / 0.7259
Sequential cell: 34 / 1011 / 45.11
Inverter: 7 / 26.28 / 1.173
Tap cell: 108 / 135.1 / 6.030
Multi-Input combinational cell: 79 / 678.2 / 30.26
per-layer routing:
layer  GRT usage, %  share of wire, %
met1          7.071                44
met2          8.390                49
met3          1.648               6.4
met4         0.6683              0.89
met5              0                 0
Yosys cell counts, types with 3 or more instances:
master    count
edfxtp_1     32
ha_1          8
nor2_1        8
inv_1         5
nand2_1       5
o21ai_0       5
mux2i_1       4
nor2b_1       4
a221oi_1      3
buf_2         3
nor3_1        3
where the power goes:
part	total (mW)	switching (mW)	leakage [nW]	internal (mW)
clock network	0.318	0.159	0.0416	0.159
logic	0.154	0.0681	0.414	0.0856
registers	0.575	0.0166	0.326	0.559
critical path, delay by kind of cell, from the launching register on:
family	cells	cell delay, ns
simple gates	2	0.32
flops	1	0.53
buf+inv	2	0.21
compound gates	3	0.77
fa+ha+maj	2	0.47
worst max path at each step:
stage,startpoint,end,slack (ns),cells after the start
4_1_cts,counter[1],dout,0.53,7
5_1_grt,counter[1],counter[2],0.29,9
6_report,counter[1],counter[2],0.54,9
cells in the final DEF, fill, tap and decap left out, types with 2 or more instances in the layout:
| cell type | count |
|---|---|
| nor2_1 | 8 |
| clkdlybuf4s50_1 | 29 |
| nor3_1 | 3 |
| buf_4 | 2 |
| a221oi_1 | 3 |
| mux4_1 | 2 |
| mux4_2 | 2 |
| o221a_2 | 2 |
| xnor2_1 | 2 |
| a31o_2 | 2 |
| inv_2 | 2 |
| nor2b_1 | 4 |
| dfrtp_1 | 2 |
| nand2_1 | 5 |
| and2_1 | 2 |
| and3_2 | 2 |
| clkbuf_8 | 5 |
| a21oi_1 | 2 |
| o21ai_0 | 5 |
| nand4b_1 | 2 |
| ha_1 | 8 |
| inv_1 | 5 |
| mux2i_1 | 4 |
| o31ai_1 | 2 |
| edfxtp_1 | 32 |
| nand3_1 | 2 |
state kept, by name, indices dropped and copies added (netlist names):
name,cells
sync_n,1
sclk,1
dout,1
data_in_save,24
counter,5
current_state,2
logic make-up after synthesis:
logic type      share of synthesized area [%]
compound gates                          9.175
xor+xnor                                2.400
fa+ha+maj                               6.211
buf+inv                                 4.728
flops                                   57.02
mux                                     7.763
simple gates                            12.70
Power and IR drop assume default switching activity.
